**flow/design.v**
```verilog
module dom_mult(clk, rstn, Ax, Ay, Bx, By, Z0, Aq, Bq);
  output Aq;
  input Ax;
  input Ay;
  output Bq;
  input Bx;
  input By;
  input Z0;
  input clk;
  wire cross_AxBy;
  wire cross_BxAy;
  wire inner_AxAy;
  wire inner_BxBy;
  wire integ_Aq;
  wire integ_Bq;
  reg reshare_AxBy_ff;
  reg reshare_BxAy_ff;
  wire reshare_cross_AxBy;
  wire reshare_cross_BxAy;
  input rstn;
  always @(posedge clk, negedge rstn)
    if (!rstn) reshare_AxBy_ff <= 1'h0;
    else reshare_AxBy_ff <= reshare_cross_AxBy;
  always @(posedge clk, negedge rstn)
    if (!rstn) reshare_BxAy_ff <= 1'h0;
    else reshare_BxAy_ff <= reshare_cross_BxAy;
  assign inner_AxAy = Ax & Ay;
  assign inner_BxBy = Bx & By;
  assign cross_AxBy = Ax & By;
  assign cross_BxAy = Bx & Ay;
  assign reshare_cross_AxBy = cross_AxBy ^ Z0;
  assign reshare_cross_BxAy = cross_BxAy ^ Z0;
  assign Aq = reshare_AxBy_ff ^ inner_AxAy;
  assign Bq = reshare_BxAy_ff ^ inner_BxBy;
  assign integ_Aq = Aq;
  assign integ_Bq = Bq;
endmodule
```
**flow/run.sh**
```bash
#!/bin/bash
# OpenROAD 26Q1-2900-gdf79404cd8, Yosys 0.63+post, stock flow scripts
make -C /OpenROAD-flow-scripts/flow DESIGN_CONFIG=/design/flow/config.mk WORK_HOME=/design/flow/orfs finish
```
**flow/config.mk**
```make
export PLATFORM = sky130hd
export DESIGN_NAME = dom_mult
export DESIGN_NICKNAME = dom_mult
export VERILOG_FILES = /design/flow/design.v
export SDC_FILE = /design/flow/constraint.sdc
export NUM_CORES = 4
export LEC_CHECK = 1
export CORE_AREA = 10 10 70 70
export DIE_AREA = 0 0 80 80
```
**flow/constraint.sdc**
```tcl
current_design dom_mult

set clk_period 1.0
set clk_io_pct 0.2

create_clock -name clk0 -period $clk_period [get_ports {clk}]

set non_clock_inputs [all_inputs -no_clocks]
set_input_delay [expr $clk_period * $clk_io_pct] -clock clk0 $non_clock_inputs
set_output_delay [expr $clk_period * $clk_io_pct] -clock clk0 [all_outputs]
```
==> results.cfg <==
; generated from flow reports
[logic_synthesis]
common_cells = 4 x nand2_1, 4 x xnor2_1, 2 x dfrtp_1
yosys-stat-area_sq_um = 100.1
seq_area_frac_synth_pct = 50.00
synthDistinctLibCells = 3
ys_sh_aoi_pct = 0
edf_count = 0
synth_area_sq_um = 100.1
yosysTopAreaCell = dfrtp_1
synth_top_area_share_pct = 50.00
ys.flops = 2
xor_share_pct = 35.00
mux_share_pct = 0
topCombFamilyByArea = XOR/XNOR gates
topCellsByArea = dfrtp_1 50%, xnor2_1 35%, nand2_1 15%
yosys_warnings = 1
syn_avg_cell_area_sq_um = 10.01
synth_cells = 10
synth-simple-area-share_pct = 15.00
synthAdderAreaFrac_pct = 0
ys.flop_type = dfrtp_1
yosys_cells = 10
async_flop_share_pct = 100.0

[floorplan]
die-area_sq_um = 6400
dieHeight_microns = 80
row_count = 21
io_pins = 9
fp_util_pct = 2.930
die_w_microns = 80
core-area_sq_um = 3416

[routing]
wl_per_cell_microns = 6.075
drt_pass1_iterations = 2
drt_first_iter_violations = 1
vias = 100
wirelength_microns = 407
ant_nets = 0
insertedDiodeCount = 0
drc = 0
via_per_inst = 1.493

[final_timing]
max_freq_mhz = 945.8
finalCritPeriodShare_pct = 105.7
hold_ws_ns = 0.1465
finalHoldViolations = 0
period_needed_ns = 1.057
worstMarginPinSlew_ns = 0.1474
setup_tns_ns = -0.07086
setup-violations-final = 2
slew_headroom_pct = 90.10
rsz0062_at_grt = yes
maxSlewViolCount = 0
setup_slack_ns = -0.05734

[setup_path]
worstPathCellList = xnor2_1 -> buf_2
worst_path_max_delay_cell = dfrtp_1
path_class = reg2out
cp.required_ns = 0.80
cp-start-kind = register
crit_family = flip-flops
path_buffers = 1
critical_path_arrival_ns = 0.86
cp_max_fo = 1
end_kind = primary output
startpoint = reshare_AxBy_ff
cpPeakStageDelay_ns = 0.36

[clock_tree]
cts_buffers = 3
cts.path.max_buffers = 2
h-tree-depth = 1
cts.sinks = 2
ctsHoldBuffers = 0
path_clk_slew_ns = 0.03
root_buffer = clkbuf_4
cts_tree = yes

[run_status]
status = finished, violations left
violations = setup timing

[global_routing]
antenna_found_initial = 0
grt_max_degree = 3
overflow = 0
grt_use_total_pct = 1.411
grt_pass1_vias = 129
grt_pass1_wl_microns = 607

[final_layout]
design_area_sq_um = 245.2
fin_util_pct = 7.179
drive_above_1_share_pct = 23.81
syn2layout_area_growth_pct = 145.0
nFillCells = 412

[place]
placed_area_sq_um = 237.7
io_buffers = 8
gp_congestion = 0.5886

[run]
maxCapViolations = 0
tool_warnings = 27

[power]
vdd_drop_max_v = 0.0001442
leakagePower_nw = 0.09183
power_density_nw_per_um2 = 1331

[worst_hold_path]
hold_class = in2async
-- cells by family after synthesis --
logic type,count (synthesis)
XOR/XNOR,4
flip-flops,2
AND/OR/NAND/NOR,4
-- placed cells by master (no fill, tap or decap) --
master	count
xnor2_1	4
nand2_1	4
clkbuf_4	3
clkdlybuf4s50_1	2
buf_2	2
dlygate4sd2_1	4
dfrtp_1	2
-- final timing paths --
path,end,slack [ns],cells after the start
min,reshare_AxBy_ff,0.15,1
min in group clk0,reshare_AxBy_ff,0.38,3
max in group asynchronous,reshare_BxAy_ff,0.73,1
max,Aq,-0.06,2
-- sequential cells by signal (all words and copies together) (netlist names) --
register	flops
reshare_AxBy_ff	1
reshare_BxAy_ff	1
-- layout make-up --
cell class,instances,area (sq um),share of cell area (%)
clock buffers,3,22.52,9.184
multi-input cells,8,50.05,20.41
flip-flops and latches,2,50.05,20.41
well taps,46,57.56,23.47
repair buffers,8,65.06,26.53
-- report_power, final --
part           internal (W)  total (W)  switching, W
Combinational     0.0000370  0.0000554     0.0000184
Clock              0.000132   0.000178     0.0000456
Sequential        0.0000898  0.0000930    0.00000324
-- stage by stage --
step,instances,setup WS (ns),total power (W)
floorplan,10,0.3529,0.0001127
global placement,64,-0.5911,0.0001680
finish,67,-0.05734,0.0003264
global route,67,-0.1139,0.0003516
CTS,67,-0.08485,0.0003403
detailed placement,64,-0.6255,0.0001690
-- routing by layer --
layer  vias up  wire length (microns)  part of all wire [%]  global-route usage (%)
li1         52                      -                     -                       -
met1        43                    138                    34                   1.326
met2         5                    196                    48                   1.846
met3         0                     72                    18                   1.705
met4         0                      0                     0                  0.5282
met5         -                      0                     0                       0
-- timing repair --
item | CTS | global route
gates resized | 10 | 0
pin swaps | 4 | 0
setup buffers | 0 | 0
endpoints found under the setup margin | 2 | 2
cloned | 0 | 0
No activity file was given, so power comes from the tool's default toggle rates.
