$ cat flow/run.sh
#!/bin/bash
# OpenROAD 26Q1-2900-gdf79404cd8, Yosys 0.63+post, stock flow scripts
make -C /OpenROAD-flow-scripts/flow DESIGN_CONFIG=/design/flow/config.mk WORK_HOME=/design/flow/orfs finish
$ cat flow/config.mk
export PLATFORM = sky130hd
export DESIGN_NAME = and_no_refresh
export DESIGN_NICKNAME = and_no_refresh
export VERILOG_FILES = /design/flow/design.v
export SDC_FILE = /design/flow/constraint.sdc
export NUM_CORES = 4
export LEC_CHECK = 1
export CORE_AREA = 10 10 70 70
export DIE_AREA = 0 0 80 80
$ cat flow/design.v
module and_no_refresh(clk, rstn, a0, a1, b0, b1, r, x0, x1);
  input a0;
  input a1;
  input b0;
  input b1;
  input clk;
  wire cross_a0_b1;
  wire cross_b0_a1;
  wire inner_a0_b0;
  wire inner_a1_b1;
  wire integ_x0;
  wire integ_x1;
  input r;
  wire refresh_a0_b0_r;
  wire refresh_a1_b1_r;
  reg reshare_x0;
  reg reshare_x1;
  reg reshare_x2;
  reg reshare_x3;
  input rstn;
  output x0;
  output x1;
  always @(posedge clk, negedge rstn)
    if (!rstn) reshare_x0 <= 1'h0;
    else reshare_x0 <= refresh_a0_b0_r;
  always @(posedge clk, negedge rstn)
    if (!rstn) reshare_x1 <= 1'h0;
    else reshare_x1 <= cross_a0_b1;
  always @(posedge clk, negedge rstn)
    if (!rstn) reshare_x2 <= 1'h0;
    else reshare_x2 <= cross_b0_a1;
  always @(posedge clk, negedge rstn)
    if (!rstn) reshare_x3 <= 1'h0;
    else reshare_x3 <= refresh_a1_b1_r;
  assign inner_a0_b0 = a0 & b0;
  assign cross_a0_b1 = a0 & b1;
  assign inner_a1_b1 = a1 & b1;
  assign cross_b0_a1 = a1 & b0;
  assign refresh_a0_b0_r = inner_a0_b0 ^ r;
  assign refresh_a1_b1_r = inner_a1_b1 ^ r;
  assign x0 = reshare_x0 ^ reshare_x1;
  assign x1 = reshare_x2 ^ reshare_x3;
  assign integ_x0 = x0;
  assign integ_x1 = x1;
endmodule
$ cat flow/constraint.sdc
current_design and_no_refresh

set clk_period 1.3
set clk_io_pct 0.2

create_clock -name clk0 -period $clk_period [get_ports {clk}]

set non_clock_inputs [all_inputs -no_clocks]
set_input_delay [expr $clk_period * $clk_io_pct] -clock clk0 $non_clock_inputs
set_output_delay [expr $clk_period * $clk_io_pct] -clock clk0 [all_outputs]
==> flow_summary.yaml <==
# physical design summary
run_status:
  status: "complete, no violations"
layout:
  drive_gt1_share_pct: 21.7
  final_cells: 69
  fillCellCount: 411
  final_area_um2: 310
  area_growth_pct: 98.4
global_routing:
  grt_antenna_before_repair: 0
  grt_pass1_vias: 165
  grt_usage_pct: 1.32
  grt-ovfl-total: 0
  grt_pass1_wl_um: 641
  grt_max_degree: 5
die:
  row_count: 21
  pin_count: 9
  die_w_um: 80
  initCoreUtil_pct: 4.58
  core_area_um2: 3420
  die_y_um: 80
  die_area_um2: 6400
clock_network:
  holdBufCountCts: 0
  clkTransAtPathRegs_ns: 0.04
  cts_htree_levels: 1
  cts.root.buffer_cell: "clkbuf_4"
  numCtsBuffers: 3
  clock-sinks: 4
  ctsLongestPathBuffers: 2
  cts_tree: "built"
  post_cts_buffers: 0
logic_synthesis:
  top_area_cell: "dfrtp_1"
  syn_avg_cell_area_um2: 13.0
  area_leaders: "dfrtp_1 64%, xnor2_1 11%, xor2_1 11%"
  ys_warn_count: 1
  synth_area_um2: 156
  ys_ff: 4
  top_cell_area_share_pct: 64.0
  ys_types: 6
  synth_chip_area_um2: 156
  ys_cells: 12
  yosysSeqAreaShare_pct: 64.0
  synthCells: 12
place:
  placed_cell_area_um2: 294
  gp_congestion: 0.650
  portBuffers: 8
  placed_cells: 66
route:
  drt-initial-drc-count: 0
  vias_per_cell: 1.71
  first_pass_iters: 1
  avgRoutedWirePerCell_um: 5.58
  totalWireLength_um: 385
  vias: 118
  drc: 0
  diodes: 0
  ant_nets: 0
run:
  tool_warnings: 25
  maxCapViolCount: 0
pwr:
  power.net_switching_uw: 68.1
  switching_share_pct: 20.1
  clock_power_share_pct: 44.7
  p_comb_share_pct: 14.5
  power_density_nw_per_um2: 1090
  power.internal_uw: 271
  power_frac_seq_pct: 40.8
  total_power_uw: 339
  ir_drop_mv: 0.371
  p_leak_uw: 0.000121
sta:
  finalSetupViolCount: 0
  rsz0062_at_grt: "false"
  fin_crit_sh_pct: 96.5
  relSlewSlack_pct: 88.0
  whs_ns: 0.226
  hold_viol_final: 0
  tightestPinTransition_ns: 0.179
  tns_ns: 0
  slew_violations: 0
  finalCriticalPeriod_ns: 1.25
  fmax_ghz: 0.797
critical_path:
  path_max_fanout: 1
  worstSetupPathType: "flop to output pin"
  critPathRequiredTime_ns: 1.04
  crit_start: "reshare_x3$_DFF_PN0_"
  start_kind: "flop"
  cp-endpoint: "x1"
  crit_path_end_kind: "output pin"
  cp_data_arrival_time_ns: 0.99
hold_path:
  hold_path.class: "primary input to asynchronous set/reset pin"
[how the worst min path moves through the flow]
| stage | slack, ns | end |
|---|---|---|
| finish | 0.23 | reshare_x1$_DFF_PN0_ |
| global route | 0.24 | reshare_x1$_DFF_PN0_ |
| CTS | 0.23 | reshare_x1$_DFF_PN0_ |
[cell families after synthesis]
family,count (synthesis),share of synthesized area (%)
xor+xnor,4,22.4
flops,4,64.0
simple gates,4,13.6
[synth_stat cells (all sizes together)]
cell / number
dfrtp: 4
and2: 2
nand2: 2
xnor2: 2
xor2: 2
[final cells by class]
type	instances	area (um^2)	area share, %
flip-flops and latches	4	100	32.3
repair buffers	8	73.8	23.8
well taps	46	57.6	18.5
multi-input cells	8	56.3	18.1
clock buffers	3	22.5	7.26
[layer usage]
metal | track usage (%) | up-vias | part of all wire [%]
met5 | 0 | - | 0
met4 | 0.528 | 0 | 3.1
met3 | 0.909 | 2 | 10
met2 | 1.28 | 11 | 24
met1 | 2.01 | 47 | 62
li1 | - | 58 | -
[through the flow]
stage | setup WS, ns | utilization, %
after floorplan | 0.558 | -
after global placement | 0.0292 | 8.61
after detailed placement | 0.0158 | 8.61
after CTS | 0.0202 | 9.19
after global routing | 0.00596 | 9.08
final | 0.0454 | 9.08
[what timing repair did]
item	CTS	global route
pin swaps	0	1
endpoints found under the setup margin	2	1
gates resized	2	2
[cell usage in the layout (no fill, tap or decap)]
cell,netlist,final
clkbuf_2,0,1
clkbuf_4,0,3
and2_2,1,1
xnor2_1,2,2
dlygate4sd2_1,0,1
dfrtp_1,4,4
nand2_1,2,2
and2_1,1,1
xor2_1,2,2
clkdlybuf4s50_1,0,6
[flip-flops by register name, summed over array words and instances, names as in the netlist]
register,flops
reshare_x0,1
reshare_x3,1
reshare_x2,1
reshare_x1,1
[critical path, cell delays in order (launching register included)]
cell           delay (ns)
dfrtp_1              0.36
xor2_1               0.15
dlygate4sd2_1        0.25
[power by group through the flow]
stage	clock network [uW]	logic [uW]	registers, uW
after CTS	161	51.6	139
after global routing	160	55.1	140
final	152	49.1	138
Power figures rest on the tool's default switching activity, not on a simulated workload.
